--- ./design.v ---
`timescale 1ns / 1ps
module contador_BCD
#(parameter N=4)
(
    input clk,
    input rst,
	 input clk_en,
	 input [1:0] sel,
    output wire [N*4-1:0] sal,
	 output [3:0] sal_aux
);
	wire [N-1:0] interna;
	wire [3:0] salidas [N-1:0];
	generate
	genvar i;
	for (i=0;i<N;i=i+1) 
	begin : iteracioncont 
		reg [3:0] cont = 0 ;
		wire cmp ,res, aux1 , aux2 , clk_en_int  ; 
		always @(posedge clk)
		begin
			if (aux2)  
				cont <= 0;
			else
			begin 
				if (clk_en_int)
						cont <= cont + 1 ;
			end
		end  
		assign sal[(i+1)*4-1:i*4] = cont;
		assign cmp = cont == 9; 
		assign aux1 = cmp & clk_en_int ;
		assign aux2 = aux1 | rst;
		assign interna [i] = cmp;
		assign salidas [i] = sal[(i+1)*4-1:i*4];
		if (i!=0) 
		begin : primerelem
			assign clk_en_int = clk_en  &  res;
			assign res = & interna [i-1:0];
		end
		else begin
			assign clk_en_int = clk_en ;
		end 
	end  
	endgenerate 
	assign sal_aux = salidas[sel];
endmodule
--- ./config.mk ---
export PLATFORM = sky130hd
export DESIGN_NAME = contador_BCD
export DESIGN_NICKNAME = contador_BCD
export VERILOG_FILES = /design/flow/design.v
export SDC_FILE = /design/flow/constraint.sdc
export NUM_CORES = 4
export LEC_CHECK = 1
export CORE_AREA = 10 10 95 95
export DIE_AREA = 0 0 105 105
--- ./constraint.sdc ---
current_design contador_BCD

set clk_period 1.9
set clk_io_pct 0.2

create_clock -name clk0 -period $clk_period [get_ports {clk}]

set non_clock_inputs [all_inputs -no_clocks]
set_input_delay [expr $clk_period * $clk_io_pct] -clock clk0 $non_clock_inputs
set_output_delay [expr $clk_period * $clk_io_pct] -clock clk0 [all_outputs]
--- ./run.sh ---
#!/bin/bash
# OpenROAD 26Q1-2900-gdf79404cd8, Yosys 0.63+post, stock flow scripts
make -C /OpenROAD-flow-scripts/flow DESIGN_CONFIG=/design/flow/config.mk WORK_HOME=/design/flow/orfs finish
==> deck_impl_summary.md <==
Implementation Results

Cells and area
  – Share of layout cells above drive strength 1: 25.8%
  – Commonest non-fill, non-tap cells in the layout: 19 x clkdlybuf4s50_1, 12 x dfxtp_2, 9 x nand2_1
  – Largest register FFs: 16
  – Fillers: 767
  – Most used logic cell in the final layout: clkdlybuf4s50_1
  – Layout Cell Area excl Fill: 1470 µm²
  – Largest Register: iteracioncont.cont
  – Top flop regs: iteracioncont.cont (16)
  – Area grow syn2layout: 44.3%

Place
  – # port buffers: 24
  – Gp weighted congestion: 0.803
  – HPWL after DPL: 1990 µm
  – Pre-CTS setup slack: -0.417 ns
  – DP Area: 1380 µm²

Die
  – # IOs: 25
  – Site row count: 30
  – Die Span Y: 105 µm
  – Chip area: 11000 µm²
  – Core area: 6910 µm²
  – Die X: 105 µm
  – Initial core utilization: 14.7%

Job
  – Tool warning count: 29
  – Max Cap Viol: 0

Worst setup path
  – Worst Path Arrival: 1.47 ns
  – CP bufs+invs: 1
  – Crit path capture type: output pin
  – CP cell instances: mux4_2 > clkdlybuf4s50_1
  – Delay of the slowest critical-path stage: 0.46 ns
  – CP max-delay cell: mux4_2
  – R2r startpoint: iteracioncont[0].cont[0]
  – Kind of critical path: flip-flop to output pin
  – Critical Path Fanout Max: 6
  – CP delay by family, top: multiplexers
  – Worst Path Required: 1.52 ns
  – Worst setup path start: iteracioncont[3].cont[3]
  – Worst setup SP type: flip-flop

Run status
  – Outcome: finished clean

Global routing
  – Vias in the first global route: 855
  – Congestion Overflow GR: 0
  – Largest net degree at the start of global routing: 12
  – First-pass GRT wire length: 4400 µm
  – Initial antenna violation count: 0
  – GRT Total Usage: 4.63%

Final timing
  – Fmax: 541 MHz
  – Final min period: 1.85 ns
  – Max-slew violation count: 0
  – Final Cycle Share: 97.4%
  – Final Hold Viols: 0
  – Slew headroom: 70.6%
  – Skew final: 0.00212 ns
  – Final setup vio count: 0
  – Worst Max-Slew Pin Slew: 0.438 ns
  – WHS: 0.514 ns
  – Worst Slack Setup Final: 0.0501 ns
  – RSZ-0062 raised after global routing: false

Route
  – DR iter-0 viols: 31
  – Routed Antenna Nets: 0
  – Ant. Diodes: 0
  – DR vias: 905
  – DRC errors left: 0
  – WL per Instance: 11.6 µm
  – First-pass DRT Iterations: 4
  – Drt via density: 3.97
  – Drt total wl: 2640 µm

CTS
  – Clock Latency Late Sink: 0.24 ns
  – H-tree depth: 1
  – Clock-pin transition on the worst setup and hold timing paths: 0.06 ns
  – TritonCTS buffer count: 3
  – Root Driver: clkbuf_8
  – CTS Buffer Depth: 2
  – CTS tree: built
  – Clock Sink Count: 16

Worst hold path
  – Worst Hold Launch: iteracioncont[3].cont[2]
  – Worst hold path type: flip-flop to flip-flop

Logic synthesis
  – Yosys warnings: 1
  – Yosys stat cell total: 103
  – Syn Std Cell Area: 1020 µm²
  – Average size of a mapped cell: 9.88 µm²
  – Cells after Synth: 103
  – Post-synthesis sequential area ratio: 31.5%
  – Chip Area, Yosys: 1020 µm²
  – Cell variety after synth: 35
  – Yosys reg bits: 16

Pwr
  – VDD IR max: 139 µV
  – P_leak: 0.624 nW
  – Power Dens Cells: 443 nW/µm²
worst register-to-register path, stage by stage (launching register included):
cell and delay, ns:
dfxtp_2 0.39, ha_1 0.23, nand4b_4 0.19, buf_4 0.21
nor4_4 0.25, mux2i_1 0.21
routing by layer:
metal	wire length (µm)	track usage [%]
met1	1270	6.23
met2	1170	7.12
met3	190	1.68
met4	14	0.588
met5	0	0
per-stage QoR:
stage / total power, W / setup TNS, ns / std cells / util (%)
after floorplan: 0.000382 / 0 / 103 / -
after global placement: 0.000414 / -1.65 / 223 / 20.0
after detailed placement: 0.000414 / -1.66 / 223 / 20.0
after CTS: 0.000666 / 0 / 226 / 20.6
after global routing: 0.000679 / 0 / 228 / 21.3
final: 0.000649 / 0 / 228 / 21.3
Yosys cell counts, drive strengths merged:
library cell / count / area share, %
or3: 8 / 5.4
o21ai: 2 / 0.98
nand2: 9 / 3.3
or4: 2 / 1.5
nand2b: 2 / 1.2
buf: 3 / 2.3
o32ai: 1 / 0.86
ha: 8 / 9.8
and4b: 1 / 0.98
inv: 8 / 3.0
o211ai: 1 / 0.74
xor2: 2 / 1.7
mux2i: 3 / 3.0
a21oi: 6 / 3.0
nand4b: 1 / 2.3
nor4: 1 / 2.1
nand4: 1 / 0.62
nand3b: 2 / 2.7
a41oi: 1 / 0.86
a311oi: 2 / 1.7
clkbuf: 1 / 0.37
mux4: 4 / 8.9
xnor2: 1 / 0.86
a211oi: 2 / 1.5
dfxtp: 16 / 31
o31ai: 3 / 2.2
nand3: 4 / 2.0
a211o: 1 / 0.86
nor2b: 1 / 0.62
nor2: 4 / 1.5
and3b: 2 / 1.7
report_power, final:
| part | switching (W) | total (W) | internal, W |
|---|---|---|---|
| sequential | 0.00000831 | 0.000344 | 0.000336 |
| clock | 0.000110 | 0.000250 | 0.000140 |
| combinational | 0.0000227 | 0.0000556 | 0.0000329 |
| total | 0.000141 | 0.000649 | 0.000509 |
final timing paths:
path	endpoint	slack [ns]	cells past startpoint
max	sal_aux[3]	0.05	2
min	iteracioncont[3].cont[2]	0.51	2
max reg2reg	iteracioncont[3].cont[2]	0.35	5
min reg2reg	iteracioncont[3].cont[2]	0.51	2
layout make-up:
class / count / area [µm²] / area share [%]
Clock buffer: 3 / 41.3 / 2.81
Inverter: 8 / 30.0 / 2.05
Multi-Input combinational cell: 75 / 639 / 43.6
Sequential cell: 16 / 350 / 23.9
Tap cell: 96 / 120 / 8.18
Timing Repair Buffer: 30 / 287 / 19.5
logic make-up after synthesis:
group	Yosys count	synth area share, %
adder cells (fa/ha/maj)	8	9.84
buffers and inverters	12	5.66
AND-OR/OR-AND	19	12.7
flip-flops	16	31.5
XOR/XNOR	3	2.58
AND/OR/NAND/NOR	38	26.0
multiplexers	7	11.8
timing repair:
action,CTS,global route
gates cloned,0,0
hold buffers,0,0
buffers inserted,0,2
setup endpoints to repair,4,4
gates resized,12,16
No activity file was given, so power comes from the tool's default toggle rates.
