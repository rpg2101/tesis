==> flow/run.sh <==
#!/bin/bash
# OpenROAD 26Q1-2900-gdf79404cd8, Yosys 0.63+post, stock flow scripts
make -C /OpenROAD-flow-scripts/flow DESIGN_CONFIG=/design/flow/config.mk WORK_HOME=/design/flow/orfs finish
==> flow/config.mk <==
export PLATFORM = sky130hd
export DESIGN_NAME = conversor
export DESIGN_NICKNAME = conversor
export VERILOG_FILES = /design/flow/design.v
export SDC_FILE = /design/flow/constraint.sdc
export NUM_CORES = 4
export LEC_CHECK = 1
export CORE_AREA = 10 10 70 70
export DIE_AREA = 0 0 80 80
==> flow/constraint.sdc <==
current_design conversor

set clk_period 1.4
set clk_io_pct 0.2

create_clock -name clk0 -period $clk_period [get_ports {clk}]

set non_clock_inputs [all_inputs -no_clocks]
set_input_delay [expr $clk_period * $clk_io_pct] -clock clk0 $non_clock_inputs
set_output_delay [expr $clk_period * $clk_io_pct] -clock clk0 [all_outputs]
==> flow/design.v <==
`timescale 1ns / 1ps
module conversor
#(parameter N=4 , parameter logN = 2)
(
    input entrada_serie,
    input [N-1:0]patron_A,
    input [N-1:0]patron_B,
    input [N-1:0]patron_C,
    input clk,
    output out_A,
    output out_B,
    output out_C,
    output [N-1:0] out_par,
	 output out_serie
    );
	reg [N-1:0]dato;
	reg [logN-1:0]cuenta = 0;
	always @(posedge clk)
	begin
		if(cuenta==(N))
			begin
			cuenta<=0;
			end
		dato [cuenta] <= entrada_serie;
		cuenta<=cuenta+1;
	end
	assign out_serie = entrada_serie;
	assign out_par = dato;
	assign out_A= patron_A == dato;
	assign out_B= patron_B == dato;
	assign out_C= patron_C == dato;
endmodule
==> ci_impl_report.md <==
### Yosys + OpenROAD results

| Metric | Value |
|---|---|
| Status | `complete, but fails checks` |
| Failing checks | `negative setup slack` |
| RePlAce Congestion | `about 0.76` |
| Num rows | `21` |
| Drt pass-1 iters | `3` |
| Max-slew violations | `0` |
| Hold_ws | `just over 500 ps` |
| First-pass GRT wire length | `1.76 mm` |
| Area delta synth->final | `86.0%` |
| Synth area leader | `dfxtp_1` |
| Final TNS setup | `-89.0 ps` |
| Cells after DPL | `between 100 and 150` |
| Top-count cell post-synth | `xor2_1` |
| Routed vias/inst | `~3.1` |
| Placed Area | `around 690 µm²` |
| DP Worst Slack | `-514 ps` |
| Synth async-reset ratio | `0%` |
| Yosys synthesis chip area | `between 400 and 500 µm²` |
| Min-delay worst type | `reg -> reg` |
| Critical path's top delay family | `buffers and inverters` |
| RSZ-0062 raised after global routing | `true` |
| Final setup vio count | `3` |
| Init Core Util | `about an eighth` |
| Tool warning count | `31` |
| Worst-path clk slew | `roughly 50 ps` |
| Die area | `6400 µm²` |
| Top cells by area | `dfxtp_1 (30%), xor2_1 (26%), ha_1 (16%), nor4_2 (9.3%), inv_1 (5.6%)` |
| Clk buf depth | `2` |
| Vias in the first global route | `between 300 and 400` |
| Post-DP HPWL | `between 800 and 900 µm` |
| PwrDens | `between 500 and 600 nW/µm²` |
| Static leakage power | `between 0.3 and 0.4 nW` |
| Initial antenna violation count | `0` |
| H-Tree Depth | `1` |
| CTS tree | `built` |
| Worst-Skew Late Latency | `approximately 240 ps` |
| Global route overflow | `0` |
| Top cells by count | `xor2_1 (12), dfxtp_1 (6), inv_1 (6)` |
| Final Util | `~22%` |
| Die height | `80 µm` |
| Largest stage delay, worst path | `~410 ps` |
| Mapped Avg Cell Area | `a little over 10 µm²` |
| CP endpoint kind | `output port` |
| Tot Pwr | `380 µW` |
| Finished Layout Cells | `roughly 120` |
| Startpoint types | `primary input` |
| Hold_buf cts | `0` |
| Clock sink count | `6` |
| Worst-margin pin slew | `about 200 ps` |
| Yosys warnings | `1` |
| I/O Buffers | `21` |
| Slowest CP cell | `clkdlybuf4s50_1` |
| Worst path required time | `approximately 1100 ps` |
| Die width | `approximately 80 µm` |
| Rel. slew slack | `around 87%` |
| CP bufs+invs | `2` |
| Worst path cell trace | `clkdlybuf4s50_1, xor2_1, nor4_2, buf_2` |
| Register bit total from synthesis | `6` |
| Detailed Route WL | `around 1.1 mm` |
| Post-Layout Inst Area | `~750 µm²` |
| Fraction of layout cells with a size suffix above 1 | `31.4%` |
| Dominant Register Cell | `dfxtp_1` |
| VDD IR-drop max | `approximately 0.22 mV` |
| # IOs | `22` |
| Crit share post-route | `106%` |
| Remaining DRCs | `0` |
| CP Class | `in -> out` |
| Core area | `about 3400 µm²` |
| Seq/Total Area, Yosys | `~30%` |
| Top area contributor share | `29.8%` |
| Syn Inst Count | `roughly 40` |
| Hold Fails Final Rpt | `0` |
| GRT Util Overall | `about 3.4%` |
| Max-cap violations | `0` |
| Number of synthesized flops with an enable pin | `0` |
| Clock skew | `3.39 ps` |
| Routed via count | `361` |
| Cell Area, Synth | `between 400 and 500 µm²` |
| F_max | `between 600 and 700 MHz` |
| N_diodes | `0` |
| Number of cells in Yosys stat | `around 40` |
| Setup WS post-layout | `-78.0 ps` |
| Number of DRC markers in iteration 0 | `6` |
| Crit Path Max Fanout | `1` |
| Pin count of the biggest net entering global routing | `7` |
| Clk root buf | `clkbuf_4` |
| Final antenna-violating net count | `0` |
| Unique cell types | `11` |
| TritonCTS Buffers | `3` |
| Worst EP arrival | `about 1200 ps` |
| Wirelength per Cell | `slightly below 10 µm` |
| Final min period | `1480 ps` |
## cells by family (layout without fill, tap and decap cells)
| group | Yosys count | count (layout) | synth area share (%) |
|---|---|---|---|
| xor gates and xnor gates | 12 | 12 | 26.1 |
| buffers and inverters | 7 | 37 | 7.45 |
| DFF | 6 | 6 | 29.8 |
| and+or+nand+nor | 6 | 6 | 13.7 |
| adders and majority gates | 5 | 5 | 15.5 |
| AOI/OAI and AO/OA | 4 | 4 | 7.45 |
## layout by cell type (no fill, tap or decap)
cell type	instances
buf_2	3
buf_4	6
buf_6	1
clkbuf_4	3
clkdlybuf4s50_1	6
dfxtp_1	2
dfxtp_4	4
dlygate4sd2_1	10
dlymetal6s2s_1	2
ha_1	5
inv_1	6
nand2_1	1
nand2b_1	1
nand3b_1	1
nor4_2	3
o22ai_1	2
o32ai_1	2
xor2_1	10
xor2_2	2
## worst reg2reg max path: cells and delay by family (launching register included)
family | cells | cell delay (ps)
flops | 1 | 390
buf+inv | 1 | 140
compound gates | 1 | 260
fa+ha+maj | 1 | 360
## path summary, 6_finish.rpt
path / start / end / slack, ps / cells past startpoint
worst min register to register: dato[3] / dato[3] / 510 / 2
worst max-delay path: patron_A[0] / out_A / -80 / 4
worst max register to register: cuenta[0] / dato[0] / 150 / 3
worst min-delay path: dato[3] / dato[3] / 510 / 2
## flip-flops by register name, indices dropped and copies added (netlist names)
| register | count |
|---|---|
| cuenta | 2 |
| dato | 4 |
## cell type report
type / count / area, µm²
clock buffer: 3 / 22.5
tap: 46 / 57.6
timing repair buffer: 28 / 244
inverter: 6 / 22.5
fill: 379 / 2670
multi-input combinational: 27 / 268
sequential: 6 / 135
## layer usage
| metal | global-route usage (%) | share of wire, % |
|---|---|---|
| met1 | 4.33 | 49 |
| met4 | 0.528 | 0.89 |
| met5 | 0 | 0 |
| met3 | 3.07 | 18 |
| met2 | 4.17 | 32 |
## power breakdown
part / total (mW) / switching [mW] / internal (mW)
Sequential: 0.164 / 0 / 0.164
Combinational: 0.0588 / 0.0198 / 0.0389
Clock: 0.157 / 0.0604 / 0.0968
Total: 0.380 / 0.0802 / 0.299
## what timing repair did
action	CTS	global route
pin swaps	4	2
setup endpoints to repair	8	5
resized	28	4
buffers inserted	2	2
Power and IR drop assume default switching activity.
