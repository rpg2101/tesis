**design/flow/design.v**
```verilog
`timescale 1ns / 1ps
module multiplicador
#(
	parameter Bit = 3,
	parameter log2M=2,
	parameter EBit = 2*Bit+log2M,
	parameter M = 4,
	parameter N = 2,
	parameter P = 2
)
(
    input [(N*M*Bit)-1:0] in1w,
    input [(M*P*Bit)-1:0] in2w,
	 input clk,
    output reg [ P*N*EBit-1:0] out
);
reg [(N*M*Bit)-1:0] in1;
reg [(M*P*Bit)-1:0] in2;
wire [ P*N*EBit-1:0] outw;
	always @(posedge clk)
		begin
		in1 <= in1w; 
		in2 <= in2w;
		out<= outw;
		end
	generate
	genvar i ,j , k ;
	for (i = 0 ; i < N ; i = i+1)
	begin : filasmatrizA
	for (j = 0 ; j < P ; j = j+1)
	begin : columnasmatrizB
	wire [EBit-1:0] interna     [M-1:0];
	wire [EBit-1:0] sumainterna [M-1:0];
	for (k = 0 ; k < M ; k = k +1 )
	begin : sen_interna
		assign interna[k] = in1[i*M*Bit+(k+1)*Bit-1 -: Bit] * in2[k*P*Bit+(j+1)*Bit-1 -: Bit];
		if (k==0) 
		begin
			assign sumainterna [k] = interna [k]; 
	   end
		else
		begin 
			assign sumainterna [k] = interna [k] + sumainterna [k-1] ;
		end	
	end 
	assign outw [(i*EBit*P)+(j+1)*(EBit)-1 -: EBit] = sumainterna [M-1];
	end 
	end 
	endgenerate
endmodule
```
**design/flow/run.sh**
```bash
#!/bin/bash
# OpenROAD 26Q1-2900-gdf79404cd8, Yosys 0.63+post, stock flow scripts
make -C /OpenROAD-flow-scripts/flow DESIGN_CONFIG=/design/flow/config.mk WORK_HOME=/design/flow/orfs finish
```
**design/flow/config.mk**
```make
export PLATFORM = sky130hd
export DESIGN_NAME = multiplicador
export DESIGN_NICKNAME = multiplicador
export VERILOG_FILES = /design/flow/design.v
export SDC_FILE = /design/flow/constraint.sdc
export NUM_CORES = 4
export LEC_CHECK = 1
export CORE_UTILIZATION = 40
```
**design/flow/constraint.sdc**
```tcl
current_design multiplicador

set clk_period 7.6
set clk_io_pct 0.2

create_clock -name clk0 -period $clk_period [get_ports {clk}]

set non_clock_inputs [all_inputs -no_clocks]
set_input_delay [expr $clk_period * $clk_io_pct] -clock clk0 $non_clock_inputs
set_output_delay [expr $clk_period * $clk_io_pct] -clock clk0 [all_outputs]
```
==> notes.md <==
fresh numbers from the pnr run: Hold EP=out[8], WS Path Type=register to register, fmax=~230 MHz, r2r worst-path depth=15, RD Place Congestion=between 0.8 and 0.9, total congestion overflow=0, Critical Path Max Stage Delay=0.53 ns, fin crit share=56.3%, Data arrival, critical path=between 4 and 5 ns, Comb pwr share=51.5%, DP Wirelength=9670 µm, final core occ=50.0%, CTS buffer count=9, outcome=finished, final reports clean, Final setup viols=0, critical path capture point type=register, Post-Syn Area=0.00629 mm², tool warnings=25, num ports=between 80 and 90, Synth area leader=fa_1, Storage cell area=roughly 0.0016 mm², Die X=around 130 µm, VDD IR max=between 0.1 and 0.15 mV, CP required=~7.9 ns, Reg-to-Reg Start=in1[5], Die ar.=about 0.016 mm², family with the most delay on the worst path=adder cells, Synth area leaders=fa_1, dfxtp_1, ha_1, and2_1, inv_1, Sw Pwr=about 710 µW, number of gates resized after cts=0, Ys Warns=1, clock buffer depth=2, Starting Density=41.2%, area share, top type=31.8%, root buffer cell=clkbuf_16, Startpoint Class=register, Die Y=127 µm, Reg-to-Reg End=out[14], hold_buf cts=0, worst reg-to-reg setup slack=between 3 and 4 ns, Netlist cell types=16, GRT Resource Usage Total=16.5%, P_int=1280 µW, yosys cell count=603, Leak=0.00379 µW, yosys stat chip area=0.00629 mm², Layout fillers=1357, Sequential Power Share=~28%, Comb gate area=0.00411 mm², Slew @ Worst Pin=0.340 ns, switch share=35.6%, Crit path depth=15, first-pass GRT wire length=19800 µm, clock share of power=20.3%, Worst Hold Depth=2, area post-placement=0.00735 mm², layout cell share with drive strength beyond 1=roughly 3.0%, Tmin final=4.28 ns, setup TNS=0 ns, initial antenna violation count=0, Synth Register Bits=80, post-DR vias/cell=4.37, Rel. slew slack=77.3%, Top cell by count, worst path=fa_1, CTS tree=yes, largest net degree at the start of global routing=15, HP Start=in2[21], remaining routing DRC violations=0, I/O Buffers=80, PwrDens=262 mW/mm², WL per Instance=between 10 and 15 µm, Avg Inst Size Synth=10.4 µm², CP Max Fanout=6, Max Cap Viol=0, Critical Path, Cell by Cell=and2_1 -> fa_1 -> inv_1 -> fa_1 -> inv_1 -> fa_1 -> inv_1 -> fa_1 -> inv_1 -> ha_1 -> ha_1 -> fa_1 -> a21o_1 -> a21oi_2 -> xnor2_1, cell area after layout=0.00763 mm², Slew Viols, Final=0, setup repair bufs after CTS=0, via count=3976, Commonest Layout Cell=inv_1, RSZ-0062 raised after global routing=false, clk latency late pin=0.35 ns, most frequent cells in the layout=inv_1, and2_1, fa_1, 1st-iter DRT viols=around 71, worst hold-check path type=register to register, Layout Skew=0.00558 ns, Detailed Route WL=about 11000 µm, clk sinks=approximately 80, Syn Inst Count=about 600, CTS clk-pin slew, worst paths=0.06 ns, Pre-antenna DRT Iters=4, H-tree depth=3, vias in the first global route=4206, Slowest-stage cell, CP=fa_1, remaining antenna violation count after routing=0, final worst-path setup slack=approximately 3.3 ns, final antenna diode count=0, Hold Vio Cnt, Final=0, core area=0.0153 mm², WP buf/inv=4, register area share after synthesis=25.5%, growth of design area from synthesis to finish=21.3%, FP Rows=45, Setup WS pre-CTS=3.32 ns
-- final cells by class --
| cell class | count | share of cell area [%] |
|---|---|---|
| inverter | 153 | 7.53 |
| clock inverter | 7 | 0.640 |
| timing repair buffer | 80 | 10.5 |
| tap | 211 | 3.46 |
| multi-input combinational | 370 | 53.9 |
| clock buffer | 9 | 2.95 |
| sequential | 80 | 21.0 |
-- sequential cells by signal (all words and copies together), names as in the netlist --
| register | count |
|---|---|
| out | 32 |
| in1 | 24 |
| in2 | 24 |
-- logic make-up after synthesis --
kind of cell	share of synthesized area (%)
AND/OR/NAND/NOR	13.3
adder cells (fa/ha/maj)	47.8
XOR/XNOR	1.67
AND-OR/OR-AND	2.65
buffers and inverters	9.13
flip-flops	25.5
-- synthesized netlist by cell type, drive strengths merged --
cell type,instances
a211o,4
a21o,3
a21oi,8
and2,101
dfxtp,80
fa,100
ha,80
inv,153
nand2,43
nand2b,1
nor2,10
o211ai,4
o21ai,4
xnor2,8
xor2,4
-- worst max-delay path by stage --
stage	from	slack (ns)	to
CTS	in1[17]	3.30	out[30]
global route	in1[8]	3.12	out[14]
finish	in1[5]	3.32	out[14]
-- layer usage --
metal | wire length (µm) | up-vias | global-route usage [%]
li1 | - | 1961 | -
met1 | 5330 | 1894 | 25.0
met2 | 5070 | 105 | 25.0
met3 | 769 | 16 | 4.74
met4 | 309 | 0 | 3.08
met5 | 0 | - | 0
-- worst min-delay path, stage by stage (launching register included) --
cell	delay, ns
dfxtp_1	0.45
and2_1	0.17
ha_1	0.11
-- power by group through the flow --
stage | Clock, µW | Combinational [µW] | Sequential (µW)
6_report | 406 | 1030 | 561
5_1_grt | 436 | 1210 | 571
4_1_cts | 418 | 1060 | 563
-- stage by stage --
step | cells | hold WS (ns) | total power, µW
2_1_floorplan | 603 | 0.607 | 1300
3_3_place_gp | 894 | 0.745 | 1610
3_5_place_dp | 894 | 0.752 | 1620
4_1_cts | 910 | 0.772 | 2040
5_1_grt | 910 | 0.818 | 2220
6_report | 910 | 0.748 | 1990
Power figures rest on the tool's default switching activity, not on a simulated workload.
